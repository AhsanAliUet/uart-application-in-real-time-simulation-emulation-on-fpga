## flow/design.v

```verilog
module check_display_of_fpga (
   input  logic clk_i,
   input  logic rst_i,
   input  logic [7:0] in,
   output logic [7:0] anode,
   output logic [6:0] display
);
   logic [3:0] seg_count = 0;
   logic [3:0] data;
   logic [17:0] timer2 = 0;     
   logic        clk_seg;
    always_ff @ (posedge clk_i)
    begin
        timer2  <= timer2 + 1;
        clk_seg <= timer2[17];   
        if (timer2 > 131072)
        begin
            timer2 <= 0;
        end
     end
     always @ (posedge clk_i)    
     begin
        seg_count <= seg_count + 1;
        if (seg_count > 2)    
        begin
            seg_count <= 0;
        end
        case(seg_count)
            0: begin anode <= 8'b11111110; data <= in[3:0];   end
            1: begin anode <= 8'b11111101; data <= in[7:4];   end
        endcase
      end
   always @(*)
   begin
        case(data)
        4'b0000: display <= 7'b0000001;  
        4'b0001: display <= 7'b1001111;  
        4'b0010: display <= 7'b0010010;  
        4'b0011: display <= 7'b0000110;  
        4'b0100: display <= 7'b1001100;  
        4'b0101: display <= 7'b0100100;  
        4'b0110: display <= 7'b0100000;  
        4'b0111: display <= 7'b0001111;  
        4'b1000: display <= 7'b0000000;  
        4'b1001: display <= 7'b0000100;  
        4'b1010: display <= 7'b0001000;  
        4'b1011: display <= 7'b1100000;  
        4'b1100: display <= 7'b0110001;  
        4'b1101: display <= 7'b1000010;  
        4'b1110: display <= 7'b0110000;  
        4'b1111: display <= 7'b0111000;  
        default: display <= 7'b1111110;  
        endcase
   end
endmodule
```

## flow/run.sh

```bash
#!/bin/bash
# OpenROAD 26Q1-2900-gdf79404cd8, Yosys 0.63+post, stock flow scripts
make -C /OpenROAD-flow-scripts/flow DESIGN_CONFIG=/design/flow/config.mk WORK_HOME=/design/flow/orfs finish
```

## flow/config.mk

```make
export PLATFORM = sky130hd
export DESIGN_NAME = check_display_of_fpga
export DESIGN_NICKNAME = check_display_of_fpga
export VERILOG_FILES = /design/flow/design.v
export SDC_FILE = /design/flow/constraint.sdc
export NUM_CORES = 4
export LEC_CHECK = 1
export CORE_AREA = 10 10 75 75
export DIE_AREA = 0 0 85 85
```

## flow/constraint.sdc

```tcl
current_design check_display_of_fpga

set clk_period 3.0
set clk_io_pct 0.2

create_clock -name clk0 -period $clk_period [get_ports {clk_i}]

set non_clock_inputs [all_inputs -no_clocks]
set_input_delay [expr $clk_period * $clk_io_pct] -clock clk0 $non_clock_inputs
set_output_delay [expr $clk_period * $clk_io_pct] -clock clk0 [all_outputs]
```

==> changes_impl.md <==
### Metrics

* CP Cell Sequence: inv_1, ha_1, nor2b_2, a22o_1, a22oi_1, inv_1, ha_1, mux2_2, a22o_1
* CP Max Fanout at 6
* CP peak stage delay at 0.40 ns
* Post_cts resized at 0
* Fmax at 0.413 GHz
* Port buffer count at 17
* Outcome: complete, no violations
* Clk Latency, worst-skew pair at 0.25 ns
* CTS tree: yes
* Vias per Instance at just under 4
* Fp util at 0.245
* Tool Warnings at 34
* Largest net degree at the start of global routing at 15
* Max VDD drop at 514 uV
* Total number of vias at 622
* Worst Clk Skew at 0.00383 ns
* GR Util met1 at 0.0542
* Hold slack at 0.583 ns
* CP Buf/Inv Count at 2
* Die x size at 85 um
* Gate Area at between 500 and 600 um2
* Yosys warns at 1
* Critical setup path kind: register to register
* Leak Pwr at 0.539 nW
* Grt ovf at 0
* FF+latch area at 400 um2
* Ys cells at 89
* Row cnt at 23
* Layout cells sized above 1 at 0.150
* Max-slew violations at 0
* Post-CTS Setup Inserts at 0
* Vias in the first global route at approximately 630
* Switching Fraction at 0.341
* Ys flops at 17
* Worst Path Arrival at 2.56 ns
* PwrDens at ~920 mW/mm2
* Area delta synth->final at 23.5%
* Area of the core at 0.00406 mm2
* Setup crit start kind: register
* Antenna diodes at 0
* All-Layer GR Usage at 0.0457
* CTS Buf Count at 3
* Net Switching at 0.384 mW
* Syn avg cell area at 11.2 um2
* Final wirelength at around 1700 um
* First-pass GRT wire length at 2820 um
* Clk sink count at 17
* CTS root buf: clkbuf_8
* Seq/Total Area, Yosys at 0.403
* Clock share of power at 0.149
* Chip area at 0.00723 mm2
* Yosys stat area at 995 um2
* First-pass iteration count of the detailed router at 3
* Routability cong. at approximately 0.77
* Gate power share at 0.530
* Class of the worst hold path: register to register
* DR WL/cell at 10.7 um
* Iter 0 DRT Violations at 37
* Final Cycle Share at 0.806
* Met2 Use GR at 0.0702
* DP HPWL at 1320 um
* Routed Antenna Nets at 0
* Fillers at a little over 400
* Max-cap viol count at 0
* CP top delay family: AND-OR/OR-AND gates
* Internal at ~0.74 mW
* Non-filler instance count after layout at around 160
* Met3 usage at 0.0308
* Critical Path Sink Type: register
* RSZ-0062 raised after global routing: false
* Tightest Pin Transition at 0.578 ns
* Dpl cells at approximately 150
* Setup Viol. Count Final at 0
* Final hold violation count at 0
* Setup TNS Final at 0 ns
* Sequential Power Share at 0.321
* Chip height at 85 um
* # hold bufs at CTS at 0
* Worst-path clk slew at 0.07 ns
* Bufs on Longest Clock Path at 2
* GR peak layer: met2
* Ports at 25
* Initial antenna violation count at 0
* Critical Path RT at 3.14 ns
* Slowest-stage cell, CP: a22oi_1
* Min cycle time layout at 2.42 ns
* Syn Inst Count at 89
* H-tree depth at 1
* Cell Type Count at 28
* Cell area after synthesis at 995 um2
* DRC violations left at 0
* Slew HR at 0.615
placed cells by master (no fill, tap or decap), drive strengths merged, types with 2 or more instances in the layout:
master | netlist | routed
a22o | 7 | 7
mux2 | 5 | 5
edfxtp | 6 | 6
nand2 | 7 | 7
mux2i | 4 | 4
nor3b | 2 | 2
clkdlybuf4s50 | 0 | 17
inv | 8 | 8
dfxtp | 11 | 11
and2 | 3 | 3
nor2 | 2 | 2
conb | 2 | 7
a22oi | 4 | 4
clkbuf | 0 | 3
ha | 10 | 10
nor2b | 2 | 2
sequential cells by signal (all words and copies together), names as in the netlist:
register	cells
anode	2
data	4
display	7
seg_count	4
synthesized netlist by cell type:
cell type   n  area share
o31ai_1     1      0.0075
xnor2_1     1      0.0088
a211oi_2    1       0.013
dfxtp_1    11        0.22
buf_4       7       0.053
ha_1       10        0.13
a22oi_2     2       0.025
mux2_2      5       0.057
o21ai_2     1      0.0088
nor2b_2     1      0.0088
a22oi_1     1      0.0075
nor2b_1     1      0.0063
and2b_1     1      0.0075
nor2_1      1      0.0038
inv_1       8       0.030
conb_1      2      0.0075
o21a_1      1      0.0075
edfxtp_1    6        0.18
nand3_1     1      0.0050
mux2i_1     4       0.040
buf_6       1       0.011
a22oi_4     1       0.021
a22o_1      7       0.062
nor3b_1     2       0.015
nor2_4      1       0.011
nand2_1     7       0.026
o2bb2ai_1   1      0.0088
and2_1      3       0.019
worst reg2reg max path: stages (launching register included):
cell and delay, ns:
dfxtp_1 0.37, inv_1 0.09, ha_1 0.22, nor2b_2 0.18
a22o_1 0.20, a22oi_1 0.40, inv_1 0.16, ha_1 0.26
mux2_2 0.27, a22o_1 0.17
routing by layer:
metal / up-vias / routed length, um
li1: 331 / -
met1: 268 / 802
met2: 21 / 654
met3: 2 / 212
met4: 0 / 8
met5: - / 0
power groups by stage:
stage	sequential, mW	combinational, mW	clock, mW
after CTS	0.363	0.607	0.175
after global routing	0.370	0.676	0.185
final	0.361	0.597	0.168
stage by stage:
step | instance area (um2) | setup WS, ns | utilization | total power, mW
floorplan | 1010 | 0.856 | - | 0.809
global placement | 1180 | 0.406 | 0.291 | 0.960
detailed placement | 1180 | 0.389 | 0.291 | 0.971
CTS | 1230 | 0.572 | 0.303 | 1.15
global route | 1230 | 0.370 | 0.303 | 1.23
finish | 1230 | 0.581 | 0.303 | 1.13
logic make-up (layout without fill, tap and decap cells):
family                     Yosys count  after routing  share of synthesized area
AOI/OAI and AO/OA                   16             16                      0.161
other                                2              7                    0.00755
DFF                                 17             17                      0.403
and+or+nand+nor                     18             18                      0.103
muxes                                9              9                     0.0969
xor gates and xnor gates             1              1                    0.00881
buffers and inverters               16             29                     0.0943
adders and majority gates           10             10                      0.126
worst paths after layout:
path,from,to,slack [ns],cells after the start
max reg2reg,seg_count[0],display[0],0.58,9
max,seg_count[0],display[0],0.58,9
min,seg_count[0],seg_count[0],0.58,2
min reg2reg,seg_count[0],seg_count[0],0.58,2
layout make-up:
| cell class | instances | share of cell area |
|---|---|---|
| tap | 50 | 0.0509 |
| multi-input combinational | 61 | 0.423 |
| inverter | 8 | 0.0244 |
| clock inverter | 1 | 0.00407 |
| sequential | 17 | 0.326 |
| timing repair buffer | 17 | 0.138 |
| clock buffer | 3 | 0.0336 |
Power and IR drop assume default switching activity.
